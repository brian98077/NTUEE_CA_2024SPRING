===== ./config.mk =====
export PLATFORM = sky130hd
export DESIGN_NAME = ALU
export DESIGN_NICKNAME = ALU
export VERILOG_FILES = /design/flow/design.v
export SDC_FILE = /design/flow/constraint.sdc
export NUM_CORES = 4
export LEC_CHECK = 1
export CORE_UTILIZATION = 40

===== ./constraint.sdc =====
current_design ALU

set clk_period 14.3
set clk_io_pct 0.2

create_clock -name clk0 -period $clk_period [get_ports {i_clk}]

set non_clock_inputs [all_inputs -no_clocks]
set_input_delay [expr $clk_period * $clk_io_pct] -clock clk0 $non_clock_inputs
set_output_delay [expr $clk_period * $clk_io_pct] -clock clk0 [all_outputs]

===== ./design.v =====
module ALU #(
    parameter DATA_W = 32
)
(
    input                       i_clk,    
    input                       i_rst_n,  
    input                       i_valid,  
    input [DATA_W - 1 : 0]      i_A,      
    input [DATA_W - 1 : 0]      i_B,      
    input [         2 : 0]      i_inst,   
    output [2*DATA_W - 1 : 0]   o_data,   
    output                      o_done    
);
    parameter S_IDLE           = 3'd0;
    parameter S_ONE_CYCLE_OP   = 3'd1;
    parameter S_MULTI_CYCLE_OP = 3'd2;
    parameter S_BUFFER         = 3'd3;
    reg  [         2: 0] state, state_nxt;  
    reg  [  DATA_W-1: 0] operand_a, operand_a_nxt;
    reg  [  DATA_W-1: 0] operand_b, operand_b_nxt;
    reg  [         2: 0] inst, inst_nxt;
    reg [4:0] Counter;
    reg [2*DATA_W - 1 : 0] output_data;
    reg [64:0] output_data2;
    assign o_data = (i_inst == 3'd6) ? output_data2[63:0] : output_data;
    reg output_valid;
    assign o_done = output_valid;
    wire [31:0] add_result;
    assign add_result = operand_a + operand_b;
    wire [31:0] sub_result;
    assign sub_result = operand_a - operand_b;
    wire [31:0] shift_ans = operand_a<<(operand_b);
    wire [63:0] div_temp;
    assign div_temp = (output_data + (operand_a << 1));
    wire [64:0] div_temp2;
    assign div_temp2 = (div_temp - (operand_b << 32));
    wire [64:0] div_temp3 = (output_data - (operand_b << 32)); 
    wire [64:0] div_temp4 = ((output_data - (operand_b << 32)) << 1) + 1; 
    wire [64:0] div_temp5 = (output_data << 1);
    always @(*) begin
        if (i_valid) begin
            operand_a_nxt = i_A;
            operand_b_nxt = i_B;
            inst_nxt      = i_inst;
        end
        else begin
            operand_a_nxt = operand_a;
            operand_b_nxt = operand_b;
            inst_nxt      = inst;
        end
    end
    always @(*) begin
        case(state)
            S_IDLE           : state_nxt = (i_valid) ? S_BUFFER : S_IDLE;
            S_BUFFER         : state_nxt = ((i_inst[2] && i_inst[1]) ? S_MULTI_CYCLE_OP : S_ONE_CYCLE_OP);
            S_ONE_CYCLE_OP   : state_nxt = S_IDLE;
            S_MULTI_CYCLE_OP : state_nxt = (Counter == 5'd31)? S_IDLE : S_MULTI_CYCLE_OP;
            default : state_nxt = state;
        endcase
    end
    always @(negedge i_rst_n or posedge i_clk) begin
        if(!i_rst_n) Counter <= 5'd0;
        else if(state_nxt == S_BUFFER && Counter == 5'd31) Counter <= 5'd0;
        else if(state_nxt == S_MULTI_CYCLE_OP) Counter <= Counter + 5'd1;
        else Counter <= Counter;
    end
    always @(posedge i_clk) begin
        if(i_valid) begin
            output_data <= 64'd0;
            output_data2 <= 65'd0;
        end
        else if(state_nxt == S_ONE_CYCLE_OP) begin
            case (i_inst)
                3'd0: begin  
                    if(!operand_a[31] && !operand_b[31]) begin  
                        output_data <= (add_result[31])? 64'h7FFF_FFFF : add_result;
                    end
                    else if (operand_a[31] && operand_b[31]) begin  
                        output_data <= (!add_result[31])? 64'h8000_0000 : add_result;
                    end
                    else output_data <= add_result;
                end
                3'd1: begin  
                    if(!operand_a[31] && operand_b[31]) begin  
                        output_data <= (sub_result[31])? 64'h7FFF_FFFF : sub_result;
                    end
                    else if (operand_a[31] && !operand_b[31]) begin  
                        output_data <= (!sub_result[31])? 64'h8000_0000 : sub_result;
                    end
                    else output_data <= sub_result;
                end
                3'd2: begin  
                    output_data <= operand_a & operand_b;
                end
                3'd3: begin  
                    output_data <= operand_a | operand_b;
                end
                3'd4: begin  
                    if (!operand_a[31] && !operand_b[31]) begin  
                        output_data <= (operand_a < operand_b)? 64'd1 : 64'd0;
                    end
                    else if (operand_a[31] && operand_b[31]) begin  
                        output_data <= (operand_a < operand_b)? 64'd1 : 64'd0;
                    end
                    else if (!operand_a[31] && operand_b[31]) begin  
                        output_data <= 64'd0;
                    end  
                    else output_data <= 64'd1;
                end
                3'd5: begin  
                    output_data <= shift_ans;
                end
                default: output_data <= 64'd0;
            endcase
        end
        else if (state_nxt == S_MULTI_CYCLE_OP || state == S_MULTI_CYCLE_OP) begin
            case (i_inst)
                3'd6: begin  
                    if(operand_b[Counter]) begin
                        output_data2 <= (output_data2 + (operand_a << 32)) >> 1;
                    end
                    else begin
                        output_data2 <= output_data2 >> 1;
                    end
                end
                3'd7: begin  
                    if(Counter == 0) begin
                        if (!div_temp2[64]) begin
                            output_data <= (((operand_a << 1) - (operand_b << 32)) << 1) + 64'd1;
                        end
                        else begin
                            output_data <= operand_a << 2;
                        end
                    end
                    else if (Counter != 31) begin
                        output_data <= (div_temp3[64]) ? output_data << 1 : ((output_data - (operand_b << 32)) << 1) + 64'd1;
                    end
                    else if (Counter == 31) begin
                        output_data <= (div_temp3[64]) ? {(div_temp5[64:32] >> 1) , div_temp5[31:0]} : {(div_temp4[64:32] >> 1) , div_temp4[31:0]};
                    end
                    else output_data <= output_data;
                end
                default: begin
                    output_data <= output_data;
                    output_data2 <= output_data2;
                end
            endcase
        end
        else output_data <= output_data;
    end
    always @(posedge i_clk or negedge i_rst_n) begin
        if (!i_rst_n) begin
            output_valid <= 0;
        end
        else if (state_nxt == S_ONE_CYCLE_OP) begin
            output_valid <= 1;
        end
        else if (state == S_MULTI_CYCLE_OP && Counter == 5'd31) begin
            output_valid <= 1;
        end
        else output_valid <= 0;
    end
    always @(posedge i_clk or negedge i_rst_n) begin
        if (!i_rst_n) begin
            state       <= S_IDLE;
            operand_a   <= 0;
            operand_b   <= 0;
            inst        <= 0;
        end
        else begin
            state       <= state_nxt;
            operand_a   <= operand_a_nxt;
            operand_b   <= operand_b_nxt;
            inst        <= inst_nxt;
        end
    end
endmodule

===== ./run.sh =====
#!/bin/bash
# OpenROAD 26Q1-2900-gdf79404cd8, Yosys 0.63+post, stock flow scripts
make -C /OpenROAD-flow-scripts/flow DESIGN_CONFIG=/design/flow/config.mk WORK_HOME=/design/flow/orfs finish

==> reports/metrics.cfg <==
[final_layout]
layout_top_cells = nand2_1 (393), a21oi_1 (262), o21ai_0 (242)
layout.cells.most_common = nand2_1
register_area_mm2 = 0.00442
num-fill-cells = 5238
syn2layout_area_growth_pct = 13.8
final-comb-area_mm2 = 0.0163
drive_gt1_frac = 0.0903

[pwr]
peak_supply_drop_v = 0.0000978
leakage_nw = 10.1
power_mw = 2.53
power-per-cell-area_mw_per_mm2 = 102

[worst_setup_path]
setup.worst_path.class = in -> out
worstSetupStartpoint = i_inst[0]
cp-end-kind = output pin
worstPathArrival_ns = 5.42
critPathMaxFanout = 51
flop_to_flop_setup_slack_ns = 7.22
regToRegStartpoint = operand_b[1]
critical_path.startpoint_type = primary input
worst-endpoint-required_ns = 11.44

[logic_synthesis]
synthTopCellsByArea = ha_1 (13%), dfxtp_1 (12%), dfrtp_1 (8.4%)
flop_cell = dfxtp_1
synthDominantAreaCellType = ha_1
ys_warn_count = 1
synth.lib_cells_used.distinct = 91
synth_area_mm2 = 0.0218
numSynthFlops = 202
ys_cells = 2843
yosys.stat.chipArea_mm2 = 0.0218
edf_count = 0
post-synth-top-area-fraction = 0.131
share_of_flip_flops_with_an_asynchronous_set_or_reset = 0.366
seq_area_frac_synth = 0.202
mean_post_synth_cell_area_um2 = 7.68
syn-instance-count = 2843

[global_route]
grt_util_all_layers = 0.355
number_of_global_route_vias_before_repair = 21543
grt_pass1_wl_mm = 143
grt_overflow_total = 0
grt_antenna_before_repair = 17
pin_count_of_the_biggest_net_entering_global_routing = 74

[cts]
clock_root_cell = clkbuf_16
cts_post_setup_buffers_inserted = 0
latency_at_later_pin_ns = 0.61
cts-buffers-inserted = 27
clock_tree_from_tritoncts = done
cts_resized = 0
numClockSinks = 202
ctsHtreeMaxLevel = 1
cts-root-to-sink-buffers = 3
post_cts_hold_buffer_count = 0
clkSlewWorstSetupHoldPaths_ns = 0.05

[floorplanning]
chip_area_mm2 = 0.0555
boundaryPins = 135
initial_util = 0.405
num_rows = 85
die.size.y_um = 236
floorplan.core_area_mm2 = 0.0539
die_width_um = 236

[final_timing]
finalMaxSlewViolations = 0
setup_viol = 0
tns_ns = 0
period_needed_ns = 8.28
setup_repair_after_global_routing_missed_its_margin = false
final.setup.worst_slack_ns = 6.02
period_used_share = 0.579
hold-worst-slack_ns = 0.453
timing.clock.skew_ns = 0.0243
timing.max_slew.rel_slack = 0.330
max_freq_mhz = 121
final_hold_viol_count = 0
tightest_slew_ns = 0.998

[detailed_routing]
postRouteWirelength_mm = 97.6
detail_route.first_pass.iterations = 6
drtAntennaViolNets = 0
via_per_inst = 6.35
vias = 22965
drt-initial-drc-count = 2098
remaining_drc_errors = 0
routed_wire_length_per_instance_um = 27.0

[job]
tool_warnings = 91
timing.max_cap.violations = 0

[placement]
count_of_input_and_output_buffers = 134
gp_congestion = 1.02
detailed_place_hpwl_mm = 72.5
detailedPlace.worstSlack_ns = 6.06

[hold_path]
hold_path.startpoint = output_data2[0]
worstHoldPathType = reg -> reg

[run_status]
outcome = finished clean

==> metal layers <==
layer | vias up | global-route usage | wire (µm)
met5 | - | 0 | 127
met4 | 22 | 0.179 | 6130
met3 | 284 | 0.0934 | 9190
met2 | 1067 | 0.529 | 41800
met1 | 10993 | 0.480 | 40400
li1 | 10599 | - | -
==> cell families after synthesis <==
logic type	count (synthesis)	share of synthesized area
AND-OR/OR-AND	968	0.288
AND/OR/NAND/NOR	861	0.180
buffers and inverters	297	0.0530
adder cells (fa/ha/maj)	234	0.136
flip-flops	202	0.202
XOR/XNOR	153	0.0613
multiplexers	128	0.0796
==> worst max-delay path, cell delays in order <==
cell	delay, ns
clkdlybuf4s50_1	0.73
or2_4	0.37
buf_4	0.57
mux2_2	0.41
clkdlybuf4s50_1	0.40
==> synth_stat cells, types with 9 or more instances <==
| cell type | count |
|---|---|
| nor4_1 | 15 |
| a31oi_1 | 29 |
| dfrtp_1 | 73 |
| or3_1 | 10 |
| a311oi_1 | 9 |
| o21ai_0 | 242 |
| o31ai_1 | 15 |
| a32oi_1 | 16 |
| a22oi_1 | 12 |
| a221oi_1 | 9 |
| a211o_1 | 15 |
| nor2_1 | 163 |
| nand4_1 | 33 |
| dfxtp_1 | 128 |
| nor2b_1 | 15 |
| xnor2_1 | 115 |
| and2_1 | 10 |
| and3_1 | 19 |
| a21o_1 | 46 |
| xor2_1 | 38 |
| nand2_1 | 393 |
| ha_1 | 228 |
| o21bai_1 | 25 |
| clkbuf_1 | 137 |
| a221o_1 | 10 |
| o2111ai_1 | 19 |
| o311ai_0 | 15 |
| mux2_2 | 66 |
| inv_1 | 114 |
| o21a_1 | 19 |
| a211oi_1 | 57 |
| buf_2 | 29 |
| nand2b_1 | 28 |
| buf_1 | 15 |
| nor3_1 | 67 |
| a21oi_1 | 263 |
| mux2i_1 | 32 |
| mux4_2 | 30 |
| o22ai_1 | 11 |
| nand3_1 | 62 |
| a2111oi_0 | 22 |
| o211ai_1 | 52 |
==> metrics by stage <==
step / util / std cells / instance area (µm²)
3_3_place_gp: 0.443 / 3557 / 23900
6_report: 0.461 / 3614 / 24900
4_1_cts: 0.461 / 3607 / 24800
2_1_floorplan: - / 2843 / 21800
5_1_grt: 0.461 / 3607 / 24800
3_5_place_dp: 0.443 / 3557 / 23900
==> registers in the layout, summed over array words and instances (netlist names) <==
name and count:
output_data 64, Counter 5, state 4, operand_a 32
operand_b 32, output_data2 64, output_valid 1
==> path summary, 6_finish.rpt <==
kind                                   end  cells past startpoint
setup / recovery                 o_data[8]                      5
hold / removal             output_data2[0]                      2
setup reg to reg           output_data[25]                     24
hold reg to reg            output_data2[0]                      2
max in group asynchronous     operand_b[1]                      2
min in group asynchronous     operand_b[3]                      1
==> layout make-up <==
class,instances,share of cell area
Multi-Input combinational cell,2344,0.657
Antenna cell,7,0.000705
Inverter,115,0.0174
Tap cell,696,0.0350
Timing Repair Buffer,200,0.0739
Sequential cell,202,0.178
Clock buffer,37,0.0316
Clock inverter,13,0.00649
==> power breakdown <==
group / total (mW) / internal (mW) / leakage, nW / switching, mW
combinational: 1.09 / 0.407 / 7.73 / 0.680
sequential: 0.704 / 0.610 / 1.94 / 0.0939
clock: 0.740 / 0.440 / 0.470 / 0.300
total: 2.53 / 1.46 / 10.1 / 1.07
Power and IR drop assume default switching activity.
